File: run.sh
#!/bin/bash
# OpenROAD 26Q1-2900-gdf79404cd8, Yosys 0.63+post, stock flow scripts
make -C /OpenROAD-flow-scripts/flow DESIGN_CONFIG=/design/flow/config.mk WORK_HOME=/design/flow/orfs finish
File: design.v
module maxpooling(rst,en,in1,in2,in3,in4,in5,out); 
input rst,en;
input [7:0] in1,in2,in3,in4,in5;
output reg [7:0] out;
always@(*) begin
if(rst) begin
	out=0;
end
else begin 
	if(en) begin
	if(in1 >= in2 && in1 >= in3 && in1 >= in4 && in1 >= in5) begin
		out=in1;
	end
	else if( in2>=in3 && in2 >= in4 && in2 >= in5 ) begin
		out= in2;
	end
	else if( in3>=in4 && in3 >= in5 ) begin
		out= in3;
	end
	else if( in4>=in5) begin
		out= in4;
	end
	else 
		out=in5;
end
else 
out=0;
end
end
endmodule
module maxpoolinglayer2(rst,en,in1,in2,in3,in4,in5,in6,in7,in8,out1,out2,out3,out4,out5,out6,out7,out8);
input rst,en;
input [4:0] [7:0]  in1,in2,in3,in4,in5,in6,in7,in8;
output reg [7:0] out1,out2,out3,out4,out5,out6,out7,out8;
maxpooling unit1(rst,en,in1[0],in1[1],in1[2],in1[3],in1[4],out1); 
maxpooling unit2(rst,en,in2[0],in2[1],in2[2],in2[3],in2[4],out2); 
maxpooling unit3(rst,en,in3[0],in3[1],in3[2],in3[3],in3[4],out3); 
maxpooling unit4(rst,en,in4[0],in4[1],in4[2],in4[3],in4[4],out4); 
maxpooling unit5(rst,en,in5[0],in5[1],in5[2],in5[3],in5[4],out5); 
maxpooling unit6(rst,en,in6[0],in6[1],in6[2],in6[3],in6[4],out6); 
maxpooling unit7(rst,en,in7[0],in7[1],in7[2],in7[3],in7[4],out7); 
maxpooling unit8(rst,en,in8[0],in8[1],in8[2],in8[3],in8[4],out8); 
endmodule
File: constraint.sdc
current_design maxpoolinglayer2

set clk_period 8.5
set clk_io_pct 0.2

create_clock -name clk0 -period $clk_period

set non_clock_inputs [all_inputs -no_clocks]
set_input_delay [expr $clk_period * $clk_io_pct] -clock clk0 $non_clock_inputs
set_output_delay [expr $clk_period * $clk_io_pct] -clock clk0 [all_outputs]
File: config.mk
export PLATFORM = sky130hd
export DESIGN_NAME = maxpoolinglayer2
export DESIGN_NICKNAME = maxpoolinglayer2
export VERILOG_FILES = /design/flow/design.v
export SDC_FILE = /design/flow/constraint.sdc
export NUM_CORES = 4
export LEC_CHECK = 1
export CORE_AREA = 10 10 254 254
export DIE_AREA = 0 0 264 264
==> deck_impl_summary.md <==
Physical Implementation Snapshot

Status
  • Status: completed

STA
  • Minimum clock period: roughly 7 ns
  • Count of final setup violators: 0
  • Hold Vio Cnt, Final: 0
  • Final hold slack: 4.414 ns
  • Max Clk Rate: roughly 140 MHz
  • Setup TNS Final: 0 ns
  • Final period utilization: between 80 and 90%
  • Normalized max-slew margin: between 40% and 50%
  • Unrepaired setup endpoints after global routing: false
  • Slew Viols, Final: 0
  • Worst-margin pin slew: 0.8886 ns

Global routing
  • GR Overflow Total: 0
  • All-layer global routing usage: 17.47%
  • Maximum number of pins on one net before global-route repair: 30
  • Initial antenna violation count: 13
  • Vias in the first global route: ~17,000
  • Wire length of the first global-routing pass: between 90 and 100 mm

Detailed routing
  • Via count: around 17,000
  • Vias/cell: ~5.3
  • Drt pass-1 iters: 5
  • Average wire per standard cell: around 20 um
  • Final ANT Viol Nets: 0
  • DRC: 0
  • Drt initial violations: about 940
  • Total Wirelength: between 60 and 70 mm

Placed design
  • # placed instances: between 3,000 and 4,000
  • Placer congestion estimate: about 1
  • Final HPWL DP: ~55 mm
  • IO buf count: about 390

Worst setup path
  • CP top delay family: AND-OR/OR-AND gates
  • CP peak stage delay: around 0.6 ns
  • Crit path top cell by count: clkdlybuf4s50_1
  • Ordered cell list for the critical path: clkdlybuf4s50_1 -> inv_1 -> ha_1 -> nand2b_1 -> a2111oi_0 -> nor3_1 -> o31ai_1 -> nor3_2 -> nand3b_1 -> o21ai_1 -> clkdlybuf4s50_1
  • Crit path from: in7[0]
  • Worst path bufs/invs: 3
  • CP max FO: 9
  • CP max stage cell: a2111oi_0
  • Kind of critical path: in -> out
  • CP required: approximately 6.8 ns
  • Startpoint types: input port
  • CP endpoint kind: output pin
  • Arrival time at the worst endpoint: between 5 and 6 ns

Worst hold path
  • Hold Crit Class: in -> out
  • Hold path startpoint: in2[0]

Layout
  • Fill cells: approximately 5,900
  • Flop count: 0
  • Layout cells sized above 1: under 10%
  • Post-Layout Cell Count: ~3,200
  • Synth-to-Final Area Change: 28.49%
  • Clk_buf instances: 0
  • Storage cell area: 0 um2
  • MI comb area: around 0.016 mm2

Synth
  • Mapped cell area: between 0.015 and 0.02 mm2
  • YS chip area: 0.01705 mm2
  • Synth warnings: 1
  • Mapped Cells: 2,078
  • Syn Area/Cell: 8.206 um2
  • # Cells Yosys: between 2,000 and 2,500
  • Yosys cell types: 60
  • Seq/Total Area, Yosys: 0%

Power and ir drop
  • Pwr/cell area: between 50 and 60 mW/mm2
  • Pleak: ~11 nW
  • Maximum VDD drop: 25.15 uV

Die
  • Core Util at FP: slightly below 30%
  • Die W: between 200 and 300 um
  • Ports: a little under 400
  • Site row count: 89
  • Chip area: between 0.06 and 0.07 mm2
  • Total core area: 0.05902 mm2
  • Die Y: around 260 um

Clock tree
  • Post-CTS Resized: 0
  • CTS Hold Buffers Added: 0
  • # Post-CTS Setup Buffers: 0

Flow run
  • MaxCap Viol Count: 0
  • Tool warning count: 32
-- stage by stage --
stage,instance area (um2),total power [mW],setup slack (ns),utilization [%]
floorplan,17050,0.6332,3.187,-
global placement,21900,1.082,1.596,37.11
detailed placement,21900,1.107,1.607,37.11
CTS,21900,1.115,1.582,37.11
global route,21910,1.256,1.350,37.12
finish,21910,1.116,1.545,37.13
-- path summary, 6_finish.rpt --
check      end  slack (ns)  cells after the start
min    out2[0]        4.41                      4
max    out7[1]        1.55                     11
-- where the power goes --
| group | switching (mW) | leakage (nW) | total [mW] | internal, mW |
|---|---|---|---|---|
| Combinational | 0.575 | 10.6 | 1.12 | 0.541 |
| Clock | 0 | 0.0000254 | 0.0000000636 | 0.0000000636 |
| Sequential | 0 | 0 | 0 | 0 |
| Total | 0.575 | 10.6 | 1.12 | 0.541 |
-- routing by layer --
layer	up-vias	track usage, %	wire, um	part of all wire, %
met5	-	0	112	0.18
met4	16	2.595	883	1.4
met3	69	3.215	3922	6.2
met2	471	28.57	28750	46
met1	7757	24.00	29370	47
li1	8709	-	-	-
-- cell families after synthesis --
family / count (synthesis) / synth area share [%]
adder cells (fa/ha/maj): 640 / 46.96
AND-OR/OR-AND: 549 / 23.77
AND/OR/NAND/NOR: 421 / 12.83
buffers and inverters: 308 / 6.897
multiplexers: 160 / 9.538
-- Yosys cell counts, types with 5 or more instances --
cell | instances | area [um2]
a2111o_1 | 6 | 67.56
a2111oi_0 | 30 | 262.8
a2111oi_4 | 9 | 247.7
a211o_1 | 20 | 175.2
a211oi_1 | 10 | 75.07
a21o_1 | 45 | 337.8
a21oi_1 | 90 | 450.4
a221o_1 | 8 | 80.08
a221oi_1 | 8 | 70.07
a31oi_1 | 41 | 256.5
and2_1 | 34 | 212.7
and3_1 | 9 | 56.30
clkbuf_1 | 15 | 56.30
ha_1 | 640 | 8008
inv_1 | 286 | 1074
mux2i_1 | 152 | 1521
nand2_1 | 81 | 304.0
nand2b_1 | 55 | 344.1
nand3_1 | 52 | 260.3
nand3b_1 | 6 | 45.04
nand4_1 | 26 | 162.7
nor2_1 | 64 | 240.2
nor2b_1 | 7 | 43.79
nor3_1 | 60 | 300.3
nor3b_1 | 7 | 52.55
nor4_1 | 5 | 31.28
o2111ai_1 | 19 | 166.4
o211ai_1 | 10 | 75.07
o21a_1 | 35 | 262.8
o21ai_0 | 85 | 425.4
o21ai_1 | 45 | 225.2
o21bai_1 | 6 | 45.04
o221ai_1 | 23 | 201.4
o221ai_2 | 9 | 135.1
o31ai_1 | 16 | 120.1
-- layout by cell type (no fill, tap or decap), types with 5 or more instances in the layout --
cell type        netlist  final
ha_1                 640    640
clkdlybuf4s50_1        0    386
inv_1                286    286
mux2i_1              152    152
a21oi_1               90     90
o21ai_0               85     85
nand2_1               81     81
nor2_1                64     64
nor3_1                60     59
nand2b_1              55     54
nand3_1               52     52
o21ai_1               45     45
a21o_1                45     45
a31oi_1               41     41
o21a_1                35     35
and2_1                34     34
a2111oi_0             30     30
nand4_1               26     26
o221ai_1              23     23
a211o_1               20     20
o2111ai_1             19     19
o31ai_1               16     16
buf_4                  0     12
o211ai_1              10     10
a211oi_1              10     10
a2111oi_4              9      9
o221ai_2               9      9
and3_1                 9      9
a221oi_1               8      8
a221o_1                8      8
nor3b_1                7      7
nor2b_1                7      6
a2111o_1               6      6
nand3b_1               6      6
o21bai_1               6      6
nor4_1                 5      5
-- tightest hold or removal path: stages --
cell,delay (ns)
clkdlybuf4s50_1,0.42
nand3_1,0.07
o221ai_1,0.10
clkdlybuf4s50_1,0.42
-- layout make-up --
type / instances / share of cell area, %
antenna: 4 / 0.04568
inverter: 286 / 4.900
multi-input combinational: 1770 / 72.60
tap: 773 / 4.414
timing repair buffer: 398 / 18.04
Power is estimated from default activity; no workload was simulated.
