## /design/flow/config.mk

```make
export PLATFORM = sky130hd
export DESIGN_NAME = RELUlayer4
export DESIGN_NICKNAME = RELUlayer4
export VERILOG_FILES = /design/flow/design.v
export SDC_FILE = /design/flow/constraint.sdc
export NUM_CORES = 4
export LEC_CHECK = 1
export CORE_AREA = 10 10 106 106
export DIE_AREA = 0 0 116 116
```

## /design/flow/constraint.sdc

```tcl
current_design RELUlayer4

set clk_period 1.0
set clk_io_pct 0.2

create_clock -name clk0 -period $clk_period

set non_clock_inputs [all_inputs -no_clocks]
set_input_delay [expr $clk_period * $clk_io_pct] -clock clk0 $non_clock_inputs
set_output_delay [expr $clk_period * $clk_io_pct] -clock clk0 [all_outputs]
```

## /design/flow/design.v

```verilog
module RELUlayer4#(parameter WIDTH = 8
			  )
			 (
			  input signed [WIDTH-1:0] Data_in1,Data_in2,Data_in3,Data_in4,Data_in5,Data_in6,Data_in7,Data_in8,
			  Data_in9,Data_in10,Data_in11,Data_in12,Data_in13,Data_in14,Data_in15,Data_in16,
			  output [WIDTH-1:0] Data_out1,Data_out2,Data_out3,Data_out4,Data_out5,Data_out6,Data_out7,Data_out8,
			  Data_out9,Data_out10,Data_out11,Data_out12,Data_out13,Data_out14,Data_out15,Data_out16
			 );
RELU rel1(Data_in1,Data_out1);
RELU rel2(Data_in2,Data_out2);
RELU rel3(Data_in3,Data_out3);
RELU rel4(Data_in4,Data_out4);
RELU rel5(Data_in5,Data_out5);
RELU rel6(Data_in6,Data_out6);
RELU rel7(Data_in7,Data_out7);
RELU rel8(Data_in8,Data_out8);
RELU rel9(Data_in9,Data_out9);
RELU rel10(Data_in10,Data_out10);
RELU rel11(Data_in11,Data_out11);
RELU rel12(Data_in12,Data_out12);
RELU rel13(Data_in13,Data_out13);
RELU rel14(Data_in14,Data_out14);
RELU rel15(Data_in15,Data_out15);
RELU rel16(Data_in16,Data_out16);
endmodule
module RELU #(parameter WIDTH = 8
			  )
			 (
			  input signed [WIDTH-1:0] Data_in,
			  output [WIDTH-1:0] Data_out
			 );
	assign Data_out=(Data_in<0)?0:Data_in[7:0];
endmodule
```

## /design/flow/run.sh

```bash
#!/bin/bash
# OpenROAD 26Q1-2900-gdf79404cd8, Yosys 0.63+post, stock flow scripts
make -C /OpenROAD-flow-scripts/flow DESIGN_CONFIG=/design/flow/config.mk WORK_HOME=/design/flow/orfs finish
```

==> run_results.csv <==
group,metric,value,unit
worst_setup_path,cp.arrival,0.78,ns
floorplan,design.portCount,256,
floorplan,floorplan.initialDensity,12.5,%
grt,antenna_violations_before_repair,2,
logic_synthesis,postSynthSeqShare,0,%
worst_setup_path,critPathKind,"primary input to primary output",
final_timing,max_slew_violations,0,
power,static-leakage-power,1.79,nW
grt,global_route_wire_length_before_repair,11600,um
final_timing,timing.fmax,1020,MHz
floorplan,fp.dieW,116,um
worst_setup_path,setup_crit_end_kind,"primary output",
floorplan,core,8850,um2
clocking,post_cts_buffers,0,
logic_synthesis,ys_area,1100,um2
status,run_status,"complete, no violations",
worst_setup_path,worstPathRequired,0.80,ns
power,post-layout-total-power,0.826,mW
grt,grt_start_max_net_pins,8,
final_timing,setup_violations,0,
final_timing,tns,0,ns
grt,groute.usage.overall,11.3,%
floorplan,dieArea,13500,um2
place,place.detailed.hpwl,7940,um
route,detail_route.iter0.violations,41,
power,ir_worst_vdd,0.114,mV
route,firstDrtPassIters,2,
logic_synthesis,synthesis.instances,129,
finish,area.sequential,0,um2
worst_hold_path,timing.hold.worst.class,"primary input to primary output",
logic_synthesis,syn_area_per_cell,8.56,um2
finish,drive_gt1_share,64.4,%
logic_synthesis,yosys_warnings,0,
grt,number_of_global_route_vias_before_repair,1796,
grt,globalRouteOverflowTotal,0,
job,max-cap-violations,0,
finish,clock_buffers,0,
logic_synthesis,number_of_different_library_cells_in_the_post_synthesis_netlist,3,
finish,flops,0,
route,via_count_of_the_routed_design,1603,
job,stage_log_warnings,32,
route,route.detailed.drc,0,
floorplan,rows,34,
worst_setup_path,cp-startpoint,"Data_in13[5]",
final_timing,finalWorstPathRequiredPeriod,0.979,ns
final_timing,rsz_0062_raised_after_global_routing,"false",
route,viasPerCell,3.35,
worst_setup_path,worstSetupStartpointType,"primary input",
finish,final_design_area_no_fill,2880,um2
final_timing,final-hold-violation-count,0,
route,ant_nets,0,
floorplan,die_h,116,um
final_timing,post-route-period-util,97.9,%
logic_synthesis,synth-cells-yosys,129,
place,buffer_ports.inserted,240,
place,placed_cell_area,3580,um2
power,power_density,287,nW/um2
route,totalWireLength,8460,um
logic_synthesis,mappedNetlistArea,1100,um2
worst_setup_path,timing.critical_path.to,"Data_out13[5]",
place,place_congestion,0.859,
finish,layout_stage_area_growth_over_the_synthesis_result,161,%
final_timing,worst_hold_slack,0.785,ns
route,route.detailed.wl_per_inst,17.7,um
worst_setup_path,cp_max_fo,1,
==> worst max-delay path: stages <==
cell,delay (ns)
clkdlybuf4s15_2,0.19
and2b_2,0.19
clkdlybuf4s15_2,0.20
==> how the worst min path moves through the flow <==
stage,from,end,slack (ns),cells past startpoint
6_report,Data_in9[1],Data_out9[1],0.78,3
4_1_cts,Data_in9[1],Data_out9[1],0.79,3
5_1_grt,Data_in14[0],Data_out14[0],0.81,3
==> logic make-up (layout without fill, tap and decap cells) <==
| family | Yosys count | count (layout) | synth area share [%] |
|---|---|---|---|
| buffers and inverters | 16 | 240 | 10.9 |
| other | 1 | 18 | 0.339 |
| AND/OR/NAND/NOR | 112 | 112 | 88.8 |
==> metal layers <==
metal	part of all wire [%]	routed length (um)	global-route usage, %
met1	31	2640	10.4
met2	57	4800	23.7
met3	12	1010	4.34
met4	0	0	0
met5	0	0	0
==> cells in the final DEF (no fill, tap or decap) <==
master / netlist / routed
buf_2: 0 / 108
buf_6: 0 / 1
buf_4: 16 / 1
clkdlybuf4s15_2: 0 / 7
conb_1: 1 / 16
diode_2: 0 / 2
and2b_2: 112 / 112
clkbuf_2: 0 / 8
dlygate4sd2_1: 0 / 105
clkdlybuf4s15_1: 0 / 10
==> area by class of cell <==
type | instances | area [um2]
antenna | 2 | 5.00
tap | 108 | 135
timing repair buffer | 240 | 1700
multi-input combinational | 128 | 1040
fill | 1027 | 5970
==> synth_stat cells <==
master | n | area, um2
conb_1 | 1 | 3.75
and2b_2 | 112 | 981
buf_4 | 16 | 120
==> report_power, final <==
group	internal (mW)	total, mW	switching (mW)
Clock	0.000000268	0.000000268	0
Sequential	0	0	0
Combinational	0.606	0.826	0.220
Total	0.606	0.826	0.220
==> repair_timing <==
action                     in CTS  in global routing
resized                       518                 15
setup endpoints to repair     112                 24
pin swaps                       0                  0
hold buffers                    0                  0
cloned                          0                  0
==> stage by stage <==
| step | std cells | util (%) | setup slack, ns |
|---|---|---|---|
| floorplan | 144 | - | 0.430 |
| global placement | 476 | 40.4 | -0.691 |
| detailed placement | 476 | 40.4 | -0.695 |
| CTS | 476 | 33.1 | 0.00267 |
| global route | 478 | 32.5 | 0.00755 |
| finish | 478 | 32.5 | 0.0211 |
No activity file was given, so power comes from the tool's default toggle rates.
